[/design/flow/config.mk]
export PLATFORM = sky130hd
export DESIGN_NAME = S4_actividad2
export DESIGN_NICKNAME = S4_actividad2
export VERILOG_FILES = /design/flow/design.v
export SDC_FILE = /design/flow/constraint.sdc
export NUM_CORES = 4
export LEC_CHECK = 1
export CORE_UTILIZATION = 50
[/design/flow/constraint.sdc]
current_design S4_actividad2

set clk_period 15.8
set clk_io_pct 0.2

create_clock -name clk0 -period $clk_period [get_ports {clock}]

set non_clock_inputs [all_inputs -no_clocks]
set_input_delay [expr $clk_period * $clk_io_pct] -clock clk0 $non_clock_inputs
set_output_delay [expr $clk_period * $clk_io_pct] -clock clk0 [all_outputs]
[/design/flow/design.v]
`timescale 1ns / 1ps
module S4_actividad2 #(parameter N = 32)(
    input  logic            clock, reset,
    input  logic            dec, enable, load,
    input  logic [N-1:0]    load_ref_value,
    output logic [N-1:0]    counterN,
    output logic            threshold
    );
    always_ff @(posedge clock) begin
        if (reset)
           counterN <= 'd0;
        else if (dec && enable)
            counterN <= counterN - 1;
        else if (!dec && enable)
            counterN <= counterN + 1;
        if (load && !enable)
            counterN <= load_ref_value;
        if (counterN > load_ref_value)
            threshold = 1'b1;
        else
            threshold = 1'b0;
    end
endmodule
[/design/flow/run.sh]
#!/bin/bash
# OpenROAD 26Q1-2900-gdf79404cd8, Yosys 0.63+post, stock flow scripts
make -C /OpenROAD-flow-scripts/flow DESIGN_CONFIG=/design/flow/config.mk WORK_HOME=/design/flow/orfs finish
==> flow_metrics.tcl <==
# yosys + openroad results
set metrics [dict create \
    max_slew.worst_pin.slew_ps 751.5 \
    die-area_um2 9095 \
    grt-ovfl-total 0 \
    syn_area_per_cell_um2 7.940 \
    grt_max_degree 49 \
    cp-end-kind "flop" \
    cts_tree "yes" \
    cts.reportedPaths.clkPinSlew_ps 80 \
    holdPathEnd "counterN[0]" \
    synth.distinct_cells 81 \
    setup-tns-final_ps 0 \
    clk_path_buf_depth 2 \
    arrival_ps 6380 \
    synth_cells 549 \
    setup_viol 0 \
    hold_class "flop to flop" \
    muxShareOfSynthArea 0.004592 \
    synth-simple-area-share 0.2649 \
    r2r_cells 8 \
    ys_top_logic_family "simple AND/OR/NAND/NOR gates" \
    holdPathStages 1 \
    area_growth_pct 18.80 \
    synth_flops 33 \
    dp_hpwl_um 9775 \
    drtIter0Drc 380 \
    critical_path_class "primary input to flop" \
    antenna_found_initial 0 \
    ys_warn_count 1 \
    grt_pass1_vias 4115 \
    routed_via_density 6.411 \
    post_dp_cell_area_um2 5045 \
    power_w 0.0004204 \
    hp-start "counterN[0]" \
    grt_pass1_wl_um 21070 \
    clk_latency_ps 290 \
    core_area_um2 8341 \
    xor_area_frac 0.07233 \
    n_fill_cell 745 \
    whs_ps 779.7 \
    finalInstanceArea_um2 5179 \
    drv_slew 0 \
    ys_cells 549 \
    r2r_start "counterN[1]" \
    yosys_area_um2 4359 \
    status "finished clean" \
    grt.total_usage 0.3156 \
    totalWireLength_um 13250 \
    adder_share 0.1005 \
    h-tree-depth 2 \
    p_leak_nw 2.012 \
    antenna_cells 0 \
    drive_above_1_share 0.06261 \
    ant_nets 0 \
    fp-row-count 33 \
    synth_async_sr_flop_share 0 \
    maxCapViolCount 0 \
    rsz0062_at_grt "no" \
    die_w_um 95.37 \
    cts_buffers 5 \
    max_freq_ghz 0.1579 \
    slew_headroom 0.4983 \
    drc 0 \
    holdBufCountCts 0 \
    ios 70 \
    netlist_area_um2 4359 \
    cts_resized 0 \
    vias 4462 \
    firstDrtPassIters 5 \
    hold_viol 0 \
    synthAoiAreaFrac 0.2598 \
    fp.dieH_um 95.37 \
    gp_congestion 0.9341 \
    clock-skew-final_ps 3.227 \
    peakVddDrop_v 0.00004899 \
    root_buffer "clkbuf_8" \
    port_buffers 69 \
    synth_top_flop_cell "edfxtp_1" \
    yosysSeqAreaShare 0.2250 \
    finalCritPeriodShare 0.4008 \
    routedWlPerCell_um 19.04 \
    period_needed_ps 6332 \
    worstPathRequired_ps 15850 \
    cts_setup_buffers 0 \
    reg2reg_slack_ps 12940 \
    warnings 26 \
    start_kind "primary input" \
    clkSinkCount 33 \
    reg2reg_to "counterN[18]" \
    edf_count 32 \
    power_density_nw_per_um2 81.18 \
    cp_max_fo 48 \
    fp-utilization 0.5227 \
]
[where the power goes]
group | total [W] | internal (W) | switching, W
clock | 0.0000989 | 0.0000627 | 0.0000362
combinational | 0.000170 | 0.0000879 | 0.0000817
sequential | 0.000152 | 0.000113 | 0.0000389
[cells by family after synthesis]
logic type                 Yosys count
xor gates and xnor gates            36
and+or+nand+nor                    216
buffers and inverters               77
muxes                                2
AOI/OAI and AO/OA                  150
DFF                                 33
adders and majority gates           35
[registers in the layout, summed over array words and instances, names as in the netlist]
signal	flops
counterN	32
threshold	1
[cell type report]
class	count	area (µm²)	share of cell area
sequential	33	980.9	0.1894
timing repair buffer	74	728.2	0.1406
clock inverter	3	65.06	0.01256
tap	105	131.4	0.02537
clock buffer	5	68.82	0.01329
inverter	37	138.9	0.02682
multi-input combinational	439	3065	0.5919
[synthesized netlist by cell type, drive strengths merged (5+ instances only)]
cell,n,area (µm²)
xnor2,34,297.8
clkbuf,23,86.33
and3,5,31.28
buf,17,92.59
or2,7,43.80
nand3,14,70.07
nand4,13,81.33
or4,9,75.07
a22oi,6,50.05
nor4,9,56.30
or3,16,120.1
o31ai,7,66.31
a21boi,7,52.55
o21ai,32,160.2
o211ai,8,60.06
a21o,7,52.55
nor2,41,153.9
a31oi,7,43.79
a21oi,16,83.83
edfxtp,32,960.9
nand2,52,195.2
inv,37,138.9
and2,9,56.30
ha,35,437.9
nor3,20,100.1
[worst max-delay path: stages]
cell and delay [ps]:
clkdlybuf4s50_1 610, nand2_2 120, buf_4 490, xnor2_1 130
ha_1 270, or4_4 480, o41a_1 400, a21oi_2 320
o2bb2ai_1 160, xnor2_1 170, o21ai_1 60
[layer usage]
layer,up-vias,part of all wire,track usage
li1,2153,-,-
met1,2097,0.47,0.5042
met2,203,0.42,0.4512
met3,9,0.096,0.08759
met4,0,0.011,0.03358
met5,-,0,0
[metrics by stage]
step                  util  cells  setup WS [ps]
floorplan                -    549           9776
global placement    0.6049    688           9255
detailed placement  0.6049    688           9206
CTS                 0.6209    696           9509
global route        0.6209    696           9245
finish              0.6209    696           9468
[how the worst max path moves through the flow]
stage | startpoint | cells after the start | slack, ps | to
4_1_cts | enable | 11 | 9510 | counterN[18]
5_1_grt | enable | 11 | 9240 | counterN[18]
6_report | enable | 11 | 9470 | counterN[18]
[layout by cell type, fill, tap and decap left out, types with 5 or more instances in the layout]
cell	Yosys	final
inv_1	36	36
nor2_1	41	41
xnor2_1	34	34
o21ai_1	13	13
nand2_1	52	51
o211ai_1	8	8
clkdlybuf4s50_1	0	69
ha_1	35	35
buf_4	1	5
edfxtp_1	32	32
a21o_1	7	7
or3_1	12	12
nor4_1	9	9
a22oi_1	5	5
or4_1	7	7
and2_1	9	9
a21oi_1	15	15
o31ai_1	6	6
a31oi_1	7	7
nand4_1	13	13
nand3_1	14	14
and3_1	5	5
clkbuf_8	0	5
nor3_1	20	20
o21ai_0	19	19
No activity file was given, so power comes from the tool's default toggle rates.
